==> flow/design.v <==
module dancechoreography(clock,resetn,enablecount);
input clock;
input resetn;
output reg [3:0]enablecount; 
reg [29:0]counterbetweenpulses; 
reg [29:0]upcounter;
reg [1:0]analysetimebetweensteps;
reg [200:0]choreography;
reg [200:0]timing;
reg [20:0]timingcounter;
reg [1:0]analysewhichsteptopress;
reg [1:0]storeChorBits;  
always@(posedge clock)
begin
case(analysetimebetweensteps) 
2'd0:begin
	counterbetweenpulses<=30'd9999999; 
	end
2'd1:begin
	counterbetweenpulses<=30'd5999999;
	end
2'd2:begin
	counterbetweenpulses<=30'd19999999;
	end
3'd3:begin
	counterbetweenpulses<=30'd8999999;
	end
endcase
end
always@(posedge clock)
begin
	case(analysewhichsteptopress) 
	2'd0:begin
		enablecount<=4'b0001;
	end
	2'd1:begin
		enablecount<=4'b0010;
	end
	2'd2:begin
		enablecount<=4'b0100;
	end
	3'd3:begin
		enablecount<=4'b1000;
	end
	endcase
end
always@(posedge clock)
begin
if(resetn)
	begin
	choreography<= 201'b010101000001011100000011011000000100011001000011000000111001001110010011110011100111110011000101101011101010101101101100001010001101010001001010010100101101000110000010111001111111011001010001010100000;
	timing <= 201'b110011100010011100111100001101001000110011000000010100101100011010101111000001100101110010101100010100000000101100011011110010101001000001110011110101011111100011100101110000010110010000010011011101100; 
	analysewhichsteptopress<=2'b11;
	analysetimebetweensteps<=2'b11;
	storeChorBits<=2'b11;
	upcounter<=0;
	end
else
	begin 
	if(upcounter>=counterbetweenpulses)
		begin
		timing<=timing<<2;
		storeChorBits <= choreography[200:199];
		choreography<=choreography<<2;
		choreography[1:0] <= storeChorBits;
		timing[1:0]<=analysewhichsteptopress;
		analysewhichsteptopress<=choreography[200:199];
		analysetimebetweensteps<=timing[200:199];
		upcounter <= 30'd0;
		end
	else if(upcounter<counterbetweenpulses)
		begin
		upcounter<=upcounter+1;
		end
	end
end
endmodule 
==> flow/run.sh <==
#!/bin/bash
# OpenROAD 26Q1-2900-gdf79404cd8, Yosys 0.63+post, stock flow scripts
make -C /OpenROAD-flow-scripts/flow DESIGN_CONFIG=/design/flow/config.mk WORK_HOME=/design/flow/orfs finish
==> flow/config.mk <==
export PLATFORM = sky130hd
export DESIGN_NAME = dancechoreography
export DESIGN_NICKNAME = dancechoreography
export VERILOG_FILES = /design/flow/design.v
export SDC_FILE = /design/flow/constraint.sdc
export NUM_CORES = 4
export LEC_CHECK = 1
export CORE_UTILIZATION = 40
==> flow/constraint.sdc <==
current_design dancechoreography

set clk_period 42.8
set clk_io_pct 0.2

create_clock -name clk0 -period $clk_period [get_ports {clock}]

set non_clock_inputs [all_inputs -no_clocks]
set_input_delay [expr $clk_period * $clk_io_pct] -clock clk0 $non_clock_inputs
set_output_delay [expr $clk_period * $clk_io_pct] -clock clk0 [all_outputs]
==> flow_summary.json <==
{
  "status": "finished clean",
  "utilization": 0.448,
  "cellLeakagePower_nw": 8.41,
  "clkTransAtPathRegs_ns": 0.06,
  "grt_antenna_before_repair": 0,
  "top_cell": "dfxtp_1",
  "synth_top_cell_by_area": "dfxtp_1",
  "hold_viol_final": 0,
  "yosys.area_share.aoi": 0.00649,
  "reg2regPathDepth": 8,
  "worstPathArrival_ns": 10.86,
  "numSynthFlops": 448,
  "async_flop_share": 0,
  "wl_per_cell_um": 11.7,
  "hold_class": "flip-flop to flip-flop",
  "top_cells_by_area": "dfxtp_1 (52%), mux2i_1 (24%), nand2_1 (7.1%)",
  "synth-main-ff-cell": "dfxtp_1",
  "synth-edff-count": 0,
  "ys_cells": 1749,
  "slowest_stage": "buf_4",
  "layout-area-overhead-vs-synth_pct": 10.0,
  "io_buffers": 5,
  "slowest_delay_ns": 0.69,
  "tns_ns": 0,
  "crit_buf_inv": 3,
  "antennaDiodeCount": 0,
  "die_area_um2": 43800,
  "rsz0062_at_grt": "false",
  "viasPerCell": 4.73,
  "drt-total-wl_um": 26600,
  "ant_nets": 0,
  "synth.top_cell.area_share": 0.522,
  "critPathCapture": "choreography[94]",
  "io_pins": 6,
  "rows": 75,
  "yosys_warnings": 1,
  "root_buffer": "clkbuf_16",
  "clock_latency_ns": 0.54,
  "die_y_um": 209,
  "reg2reg_setup_slack_ns": 38.45,
  "die_x_um": 209,
  "clock-sinks": 448,
  "crit_cells": 5,
  "muxShareOfSynthArea": 0.236,
  "r2r-start": "upcounter[25]",
  "critPathLaunchType": "input pin",
  "dp_hpwl_um": 13800,
  "routed-via-count": 10700,
  "top_cells_by_count": "dfxtp_1 (448), mux2i_1 (404), nand2_1 (325)",
  "warnings": 36,
  "drc_errors": 0,
  "tightest_slew_ns": 0.839,
  "fin_crit_sh": 0.243,
  "hold_buffers": 0,
  "ys_seq_share": 0.522,
  "relSlewSlack": 0.440,
  "cts_tree": "done",
  "finalWeightedCongestion": 0.751,
  "p_per_area_nw_per_um2": 48.0,
  "syn_area_um2": 17200,
  "htreeDepth": 2,
  "cts-resized-gates": 0,
  "grt.overflow.total": 0,
  "crit_required_ns": 43.26,
  "cp_top_family": "buffers and inverters",
  "synthDistinctLibCells": 38,
  "syn_inst": 1749,
  "max_freq_ghz": 0.0962,
  "simple_gate_area_frac": 0.160,
  "grt_util_all_layers": 0.128,
  "reg2reg_to": "timing[56]",
  "crit_top_cell": "buf_4",
  "fin_crit_ns": 10.39,
  "drt_pre_antenna_iters": 4,
  "drv_cap": 0,
  "drive_above_1_share": 0.0514,
  "synth-xor-area-share": 0.0122,
  "setup_violations": 0,
  "ir_drop_v": 0.0000267,
  "grt_pass1_wl_um": 47200,
  "critical_path.max_fanout": 108,
  "numCtsBuffers": 45,
  "drtIter0Drc": 476,
  "path_class": "input pin to flip-flop",
  "ys_sh_adder": 0.0175,
  "fp_util": 0.407,
  "end_kind": "flip-flop",
  "grt_max_degree": 187,
  "ys_area_um2": 17200,
  "first_global_vias": 10400,
  "core_area_um2": 42100,
  "crit_path_start": "resetn",
  "finClkSkew_ns": 0.0184,
  "p_total_uw": 907,
  "path_cells": "buf_8 -> buf_4 -> buf_4 -> nor2_1 -> mux2i_1",
  "synth_area_per_cell_um2": 9.82,
  "cts_setup_buffers": 0,
  "topCombFamilyByArea": "multiplexers",
  "cts_max_path_buffers": 3,
  "slew_violations": 0
}
## cell families (layout without fill, tap and decap cells)
family,count (synthesis),after routing
buffers and inverters,140,118
AOI/OAI and AO/OA,15,15
xor gates and xnor gates,24,24
muxes,404,404
and+or+nand+nor,693,693
DFF,448,448
adders and majority gates,24,24
other,1,4
## through the flow
| step | hold slack (ns) | setup WS [ns] | instance area [um2] | cells |
|---|---|---|---|---|
| after floorplan | 0.426 | 33.17 | 17200 | 1752 |
| after global placement | 0.441 | 31.96 | 17400 | 2191 |
| after detailed placement | 0.445 | 31.84 | 17400 | 2191 |
| after CTS | 0.443 | 32.42 | 18900 | 2269 |
| after global routing | 0.469 | 32.21 | 18900 | 2269 |
| final | 0.447 | 32.41 | 18900 | 2269 |
## final cells by class
class / count / area, um2
fill: 3817 / 23200
sequential: 448 / 8970
multi-input combinational: 1164 / 7450
clock buffer: 62 / 1270
tap: 539 / 674
clock inverter: 16 / 250
timing repair buffer: 19 / 185
inverter: 21 / 86.3
## worst register-to-register path, delay by kind of cell, from the launching register on
| family | cells | cell delay (ns) |
|---|---|---|
| compound gates | 1 | 0.14 |
| buf+inv | 3 | 1.88 |
| flops | 1 | 0.32 |
| mux | 1 | 0.40 |
| simple gates | 3 | 1.52 |
## worst min path at each step
stage	startpoint	endpoint	cells past startpoint
CTS	choreography[41]	choreography[43]	2
global route	timing[139]	timing[141]	2
finish	choreography[41]	choreography[43]	2
## sequential cells by signal, indices dropped and copies added (netlist names)
signal / flops
upcounter: 30
counterbetweenpulses: 10
analysewhichsteptopress: 2
analysetimebetweensteps: 2
timing: 199
choreography: 201
enablecount: 4
## metal layers
layer / track usage / up-vias / share of wire
li1: - / 5659 / -
met1: 0.193 / 4952 / 0.52
met2: 0.200 / 73 / 0.43
met3: 0.0201 / 47 / 0.030
met4: 0.0266 / 0 / 0.021
met5: 0 / - / 0
## cells in the final DEF, fill, tap and decap left out, drive strengths merged, types with 2 or more instances in the layout
cell,Yosys,routed
dfxtp,448,448
mux2i,404,404
nand2,325,325
nor2,298,298
clkbuf,71,62
nor3,31,31
ha,24,24
inv,20,22
xnor2,20,20
buf,48,15
nand3,13,13
clkinv,1,7
and4,6,6
bufinv,0,6
a21oi,4,4
and3,4,4
nand4,4,4
xor2,4,4
clkdlybuf4s50,0,4
conb,1,4
a21o,3,3
and2,2,2
nor2b,2,2
a211oi,2,2
nor4,2,2
clkinvlp,0,2
or4,2,2
## power breakdown
part           total (mW)  internal (mW)  switching [mW]  leakage [nW]
logic              0.0513         0.0211          0.0302          3.95
registers           0.454          0.444         0.00962          3.72
clock network       0.402          0.244           0.158         0.742
total               0.907          0.709           0.198          8.41
Power is estimated from default activity; no workload was simulated.
