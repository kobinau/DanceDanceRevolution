### design.v
module reactiontime(enableCount1, enableCount2, enableCount3, enableCount4, overallScore, press1, press2, press3, press4, clk, reset,HEXCOUNTER1,HEXCOUNTER2,HEXCOUNTER3,HEXCOUNTER4,pad1, pad2, pad3, pad4,resetscore);
	input enableCount1, enableCount2, enableCount3, enableCount4, clk, reset;
	reg startCount1, startCount2, startCount3, startCount4;
	reg enablescore;
	reg [25:0]countbeforeincrement;	
	input press1, press2, press3, press4, pad1, pad2, pad3, pad4;
	input resetscore;
	reg [30:0] count1, count2, count3, count4;
	output reg [7:0]overallScore; 
	output reg [3:0]HEXCOUNTER1;
	output reg [3:0]HEXCOUNTER2;
	output reg [3:0]HEXCOUNTER3;
	output reg [3:0]HEXCOUNTER4;
	always@(posedge clk)
		begin
			if(resetscore)begin
			overallScore<=8'b0;end
			if(reset) begin   
				count1=31'd50000000;
				count2=31'd50000000;
				count3=31'd50000000;
				count4=31'd50000000;
				countbeforeincrement<=0;
				overallScore<=8'b0;
				end
			else begin
			if(enableCount1)
				startCount1<=1'b1;
			if(enableCount2)
				startCount2<=1'b1;
			if(enableCount3)
				startCount3<=1'b1;
			if(enableCount4)
				startCount4<=1'b1;
			if(enablescore==1'b1)
				begin 
					if(countbeforeincrement<26'd5000000)
					countbeforeincrement<=countbeforeincrement+1;
					else if(countbeforeincrement>=26'd5000000)
						begin
						overallScore<=overallScore+1;
						enablescore<=1'b0;
						countbeforeincrement<=0;
						end
				end
			if(startCount1)begin
				if(count1 > 31'd90000000) 
					begin
					HEXCOUNTER1<=4'd3;
					count1<=count1-1;
					end
				else if(count1<=31'd90000000 && count1>31'd50000001)
					begin
					HEXCOUNTER1 <= 4'd2;
					count1<=count1-1;
					if(press1 || pad1)
						begin
						enablescore<=1'b1;
						startCount1 <= 1'b0;
						count1 <= 31'd0;
						HEXCOUNTER1 <= 3'd0;
						end
					end
				else if(count1<=31'd50000001 && count1>31'd5000000) 
					begin
					HEXCOUNTER1<=4'd1;
					count1<=count1-1;
					if(press1 || pad1) 
						begin
						enablescore<=1'b1;
						startCount1<=1'b0;
						count1<=31'd0;
						HEXCOUNTER1<=3'd0;
						end
					end
				else if(count1<=31'd5000000&&count1>31'd0)
					begin
					HEXCOUNTER1<=4'd0;
					count1<=count1-1;
					if(press1 || pad1)
						begin
						enablescore<=1'b1;
						startCount1<=1'b0;
						count1<=31'd0;
						HEXCOUNTER1<=3'd0;
						end
					end
				else if(count1==31'd0)
					begin
					count1<=31'd50000000;
					startCount1<=1'b0;
					end
				end
			if(startCount2)begin
				if(count2>31'd90000000)
					begin
					HEXCOUNTER2<=4'd3;
					count2<=count2-1;
					end
				else if(count2<=31'd90000000&&count2>31'd50000001)
					begin
					HEXCOUNTER2<=4'd2;
					count2<=count2-1;
					if(press2 || pad2)
						begin
						enablescore<=1'b1;
						startCount2<=1'b0;
						count2<=31'd0;
						HEXCOUNTER2<=3'd0;
						end
					end
				else if(count2<=31'd50000001&&count2>31'd5000000)
					begin
					HEXCOUNTER2<=4'd1;
					count2<=count2-1;
					if(press2 || pad2)
						begin
						enablescore<=1'b1;
						startCount2<=1'b0;
						count2<=31'd0;
						HEXCOUNTER2<=3'd0;
						end
					end
				else if(count2<=31'd5000000&&count2>31'd0)
					begin
					HEXCOUNTER2<=4'd0;
					count2<=count2-1;
					if(press2 || pad2)
						begin
						enablescore<=1'b1;
						startCount2<=1'b0;
						count2<=31'd0;
						HEXCOUNTER2<=3'd0;
						end
					end
				else if(count2==31'd0)
					begin
					count2<=31'd50000000;
					startCount2 <= 1'b0;
					end
				end
			if(startCount3)begin
				if(count3>31'd90000000)
					begin
					HEXCOUNTER3<=4'd3;
					count3<=count3-1;
					end
				else if(count3<=31'd90000000&&count3>31'd50000001)
					begin
					HEXCOUNTER3<=4'd2;
					count3<=count3-1;
					if(press3 || pad3)
						begin
						enablescore<=1'b1;
						startCount3<=1'b0;
						count3<=31'd0;
						HEXCOUNTER3<=3'd0;
						end
					end
				else if(count3<=31'd50000001&&count3>31'd5000000)
					begin
					HEXCOUNTER3<=4'd1;
					count3<=count3-1;
					if(press3 || pad3)
						begin
						enablescore<=1'b1;
						startCount3 <= 1'b0;
						count3 <= 31'd0;
						HEXCOUNTER3<=3'd0;
						end
					end
				else if(count3<=31'd5000000&&count3>31'd0)
					begin
					HEXCOUNTER3<=4'd0;
					count3<=count3-1;
					if(press3 || pad3)
						begin
						enablescore<=1'b1;
						startCount3<=1'b0;
						count3<=31'd0;
						HEXCOUNTER3<=3'd0;
						end
					end
				else if(count3==31'd0)
					begin
					count3<=31'd50000000;
					startCount3<=1'b0;
					end
				end
			if(startCount4)begin
				if(count4>31'd90000000)
					begin
					HEXCOUNTER4<=4'd3;
					count4<=count4-1;
					end
				else if(count4<=31'd90000000&&count4>31'd50000001)
					begin
					HEXCOUNTER4<=4'd2;
					count4<=count4-1;
					if(press4 || pad4)
						begin
						enablescore<=1'b1;
						startCount4<=1'b0;
						count4<=31'd0;
						HEXCOUNTER4<=3'd0;
						end
					end
				else if(count4<=31'd50000001&&count4>31'd5000000)
					begin
					HEXCOUNTER4<=4'd1;
					count4<=count4-1;
					if(press4 || pad4)
						begin
						enablescore<=1'b1;
						startCount4<=1'b0;
						count4<=31'd0;
						HEXCOUNTER4<=3'd0;
						end
					end
				else if(count4<=31'd5000000&&count4>31'd0)
					begin
					HEXCOUNTER4<=4'd0;
					count4<=count4-1;
					if(press4 || pad4)
						begin
						enablescore<=1'b1;
						startCount4<=1'b0;
						count4<=31'd0;
						HEXCOUNTER4<=3'd0;
						end
					end
				else if(count4==31'd0)
					begin
					count4<=31'd50000000;
					startCount4<=1'b0;
					end
				end
			end
		end
	endmodule
### run.sh
#!/bin/bash
# OpenROAD 26Q1-2900-gdf79404cd8, Yosys 0.63+post, stock flow scripts
make -C /OpenROAD-flow-scripts/flow DESIGN_CONFIG=/design/flow/config.mk WORK_HOME=/design/flow/orfs finish
### constraint.sdc
current_design reactiontime

set clk_period 6.0
set clk_io_pct 0.2

create_clock -name clk0 -period $clk_period [get_ports {clk}]

set non_clock_inputs [all_inputs -no_clocks]
set_input_delay [expr $clk_period * $clk_io_pct] -clock clk0 $non_clock_inputs
set_output_delay [expr $clk_period * $clk_io_pct] -clock clk0 [all_outputs]
### config.mk
export PLATFORM = sky130hd
export DESIGN_NAME = reactiontime
export DESIGN_NICKNAME = reactiontime
export VERILOG_FILES = /design/flow/design.v
export SDC_FILE = /design/flow/constraint.sdc
export NUM_CORES = 4
export LEC_CHECK = 1
export CORE_UTILIZATION = 40
==> results.json <==
{
  "cts-htree-levels": 4,
  "row_count": 57,
  "chipHeight_um": 158.9,
  "post-route-drc-count": 0,
  "place_area_sq_mm": 0.01033,
  "leakage_nw": 3.829,
  "fillerInstances": 2399,
  "worstSetupPathType": "register to register",
  "vdd_drop_max_v": 0.0001773,
  "num_vias": 8827,
  "post-route-cell-area_sq_mm": 0.01093,
  "place_hpwl_um": 16450,
  "synth.largest_area_cell": "dfxtp_1",
  "netlist_area_sq_mm": 0.009847,
  "ys_sh_aoi_pct": 17.47,
  "ys.warnings.count": 1,
  "synth.cellmix.xorXnorShare_pct": 8.094,
  "synthArstFlopShare_pct": 0,
  "max_freq_mhz": 305.9,
  "via_per_inst": 5.706,
  "gp_routability_congestion": 0.9274,
  "synth_top_area_share_pct": 32.12,
  "finalHoldViolations": 0,
  "postCtsHoldBufs": 0,
  "finalWorstPathRequiredPeriod_ns": 3.269,
  "hold_class": "register to register",
  "rsz0062_at_grt": "false",
  "postCtsSetupRepairBufs": 0,
  "via_count_of_the_first_global_routing_pass": 7900,
  "drt_wl_total_um": 23860,
  "critical_path.max_fanout": 17,
  "totalNegativeSetupSlack_ns": 0,
  "initial_antenna_violation_count": 0,
  "clock_sinks": 171,
  "drt-initial-drc-count": 732,
  "synth.area.top_cells": "dfxtp_1 (32%), nor2_1 (7.2%), xnor2_1 (5.1%)",
  "critical_path.startpoint_type": "register",
  "maxSlewViolCount": 0,
  "cts_made_buffers": 17,
  "core_region_area_sq_mm": 0.02425,
  "boundaryPins": 39,
  "drtAntennaViolNets": 0,
  "ys_sh_adder_pct": 1.525,
  "drt-wirelength-per-cell_um": 15.42,
  "synth.logic.top_family": "simple AND/OR/NAND/NOR gates",
  "critPathRequiredTime_ns": 6.29,
  "timing.critical_path.to_type": "register",
  "synthesis.area_per_instance_sq_um": 8.071,
  "power_per_cell_area_mw_per_mm2": 264.5,
  "die_w_um": 158.9,
  "globalRouteOverflowTotal": 0,
  "enable_flop_cells": 13,
  "max-slew-margin-rel_pct": 34.69,
  "max-clock-path-buffers": 2,
  "max-cap-violations": 0,
  "finalSetupViolations": 0,
  "cts_tree": "done",
  "clock_insertion_delay_worst_skew_ns": 0.42,
  "synthToLayoutAreaGrowth_pct": 11.00,
  "worst_ep_arrival_time_ns": 3.56,
  "synth-area-yosys_sq_mm": 0.009847,
  "die_area_sq_mm": 0.02525,
  "antenna_cells_inserted": 0,
  "drt_first_pass_iters": 5,
  "synthDistinctLibCells": 82,
  "grt_max_degree": 34,
  "synth_stat.cells": 1220,
  "worst_setup_hold_path_clk_slew_ns": 0.07,
  "drive_above_1_share_pct": 6.132,
  "post-route-util_pct": 45.08,
  "cts.repair.resized": 0,
  "groute.usage.overall_pct": 19.67,
  "count_of_warning_messages_emitted_by_the_tools": 32,
  "io_buffer_count": 30,
  "run_status": "completed",
  "synthFlopType": "dfxtp_1",
  "synthesis_stage_register_bit_count": 171,
  "clock-root-buffer": "clkbuf_16",
  "post_synth_mux_area_share_pct": 0.3177,
  "grt_first_pass_wirelength_um": 40690,
  "postSynthCellCount": 1220,
  "initCoreUtil_pct": 40.61,
  "final.setup_skew_ns": 0.01200,
  "layout_top_cell_excl_fill_tap": "nor2_1",
  "timing.final.crit_share_pct": 54.48,
  "postSynthSeqShare_pct": 36.09,
  "tightest_slew_ns": 0.9707,
  "most_frequently_placed_logic_cells_in_the_final_layout": "nor2_1 (190), dfxtp_1 (158), nand2_1 (67), nor3_1 (58), xnor2_1 (57)",
  "synth-simple-area-share_pct": 31.68
}
## logic make-up after synthesis
kind of cell,Yosys count
simple gates,581
compound gates,248
flops,171
other cells,1
xor+xnor,91
mux,3
fa+ha+maj,12
buf+inv,113
## critical path, stage by stage (launching register included)
cell and delay [ns]:
dfxtp_1 0.36, nor4_1 0.63, nand4_1 0.46, or4_4 0.58
o21ai_2 0.51, a21o_1 0.49, nor2_1 0.10
## per-stage QoR
step	total power, mW	setup slack [ns]	std cells	hold slack, ns
after global routing	3.044	2.493	1547	0.5235
after global placement	1.791	2.588	1515	0.4786
final	2.891	2.731	1547	0.4926
after detailed placement	1.788	2.553	1515	0.4759
after floorplan	1.665	3.280	1227	0.4336
after CTS	2.918	2.729	1547	0.4979
## registers in the layout, summed over array words and instances, names as in the netlist, 2 cells and up
register,flops
HEXCOUNTER1,2
HEXCOUNTER2,2
HEXCOUNTER3,2
HEXCOUNTER4,2
count1,31
count2,31
count3,31
count4,31
countbeforeincrement,26
overallScore,8
## synthesized netlist by cell type, drive strengths merged (14+ instances only)
cell type    n
inv         33
nand3       31
or3         22
dfxtp      158
clkbuf      59
nor3        59
or4         20
nand2       67
xor2        34
a21oi       50
nor2       190
or2         14
a31oi       20
nor4        43
nand4       35
o21ai       54
buf         19
and4        14
xnor2       57
## where the power goes
group	internal (mW)	switching [mW]	total (mW)	leakage [nW]
registers	1.22	0.119	1.33	1.42
logic	0.188	0.249	0.438	2.11
clock network	0.651	0.467	1.12	0.299
total	2.06	0.835	2.89	3.83
## worst paths after layout
check,startpoint,endpoint,slack (ns),cells after the start
worst max-delay path,count2[2]$_SDFFE_PP0P_,count2[3]$_SDFFE_PP0P_,2.73,6
worst min-delay path,overallScore[7]$_SDFF_PP0_,overallScore[7]$_SDFF_PP0_,0.49,2
worst max register to register,count2[2]$_SDFFE_PP0P_,count2[3]$_SDFFE_PP0P_,2.73,6
worst min register to register,overallScore[7]$_SDFF_PP0_,overallScore[7]$_SDFF_PP0_,0.49,2
## final cells by class
class | count | area, sq um | area share (%)
multi-input combinational | 943 | 5848 | 53.50
sequential | 171 | 3553 | 32.51
clock buffer | 19 | 464.2 | 4.247
tap | 324 | 405.4 | 3.709
timing repair buffer | 42 | 390.4 | 3.571
clock inverter | 13 | 137.6 | 1.259
inverter | 35 | 131.4 | 1.202
## routing by layer
| metal | track usage [%] | wire length, um | up-vias |
|---|---|---|---|
| li1 | - | - | 4453 |
| met1 | 32.78 | 12540 | 4136 |
| met2 | 27.91 | 9883 | 221 |
| met3 | 3.439 | 1211 | 17 |
| met4 | 2.054 | 226 | 0 |
| met5 | 0 | 0 | - |
Power figures rest on the tool's default switching activity, not on a simulated workload.
