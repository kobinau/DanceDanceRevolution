==> design.v <==
module controlSong(setdelayFreq, settimeSound, delayCounter, timeCounter, clock, reset, selectSound);
input [29:0]timeCounter;
input [18:0]delayCounter;
input clock, reset; 
output reg selectSound;  
output reg [18:0]setdelayFreq;
output reg [29:0]settimeSound;
reg [8:0] current_state, next_state; 
localparam  note1   = 9'd0,
            note2   = 9'd1,
            note3   = 9'd2,
            note4   = 9'd3,
            note5   = 9'd4,
            note6   = 9'd5,
            note7   = 9'd6,
            note8   = 9'd7,
            note9   = 9'd8,    
				wait1 = 9'd9,
				wait2 = 9'd10,
				wait3 = 9'd11,
				wait4 = 9'd12,
				wait5 = 9'd13,
				note10   = 9'd14,
            note11   = 9'd15,
            note12   = 9'd16,
            note13  = 9'd17,
            note14   = 9'd18,
            note15   = 9'd19,
            note16  = 9'd20,
            note17  = 9'd21,
            note18   = 9'd22,
				note19   = 9'd23,
            note20   = 9'd24,
            note21   = 9'd25,
            note22   = 9'd26,
            note23   = 9'd27,
            note24   = 9'd28,
            note25   = 9'd29,
            note26   = 9'd30,
            note27   = 9'd31,
				note28   = 9'd32,
				note29   = 9'd33,
				note30   = 9'd34,
				note31   = 9'd35,
				note32   = 9'd36,
				note33   = 9'd37,
				note34   = 9'd38,
				note35   = 9'd39,
				note36   = 9'd40,
				note37   = 9'd41,
				note38   = 9'd42,
				note39   = 9'd43,
				note40   = 9'd44,
				note41   = 9'd45,
				note42   = 9'd46,
				note43   = 9'd47,
				note44   = 9'd48,
				note45   = 9'd49,
				note46   = 9'd50,
				note47   = 9'd51,
				note48   = 9'd52,
				note49   = 9'd53,
				note50   = 9'd54,
				note51   = 9'd55,
				note52   = 9'd56,
				note53   = 9'd57,
				note54   = 9'd58,
				note55   = 9'd59,
				note56   = 9'd60,
				note57   = 9'd61,
				note58   = 9'd62,
				note59   = 9'd63;
always@(*)
    begin 
            case (current_state)  
				note1: next_state = (timeCounter == settimeSound) ? wait1 : note1; 
				wait1: next_state = (timeCounter == settimeSound) ? note2 : wait1;
				note2: next_state = (timeCounter == settimeSound) ? wait2 : note2;
				wait2: next_state = (timeCounter == settimeSound) ? note3 : wait2;
				note3: next_state = (timeCounter == settimeSound) ? wait3 : note3;
				wait3: next_state = (timeCounter == settimeSound) ? note4 : wait3;
				note4: next_state = (timeCounter == settimeSound) ? note5 : note4;			
				note5: next_state = (timeCounter == settimeSound) ? wait4 : note5;
				wait4: next_state = (timeCounter == settimeSound) ? note6 : wait4;
				note6: next_state = (timeCounter == settimeSound) ? note7 : note6;				
				note7: next_state = (timeCounter == settimeSound) ? note8 : note7;
				note8: next_state = (timeCounter == settimeSound) ? wait5 : note8;
				wait5: next_state = (timeCounter == settimeSound) ? note9 : wait5;
				note9: next_state = (timeCounter == settimeSound) ? note10 : note9;
				note10:next_state = (timeCounter == settimeSound) ? note11 : note10;
            note11:next_state = (timeCounter == settimeSound) ? note12 : note11;
            note12:next_state = (timeCounter == settimeSound) ? note13 : note12;
            note13:next_state = (timeCounter == settimeSound) ? note14 : note13;
            note14:next_state = (timeCounter == settimeSound) ? note15 : note14;
            note15:next_state = (timeCounter == settimeSound) ? note16 : note15;
            note16:next_state = (timeCounter == settimeSound) ? note17 : note16;
            note17:next_state = (timeCounter == settimeSound) ? note18 : note17;
            note18: next_state = (timeCounter == settimeSound) ? note19 : note18;
				note19: next_state = (timeCounter == settimeSound) ? note20 : note19;
            note20: next_state = (timeCounter == settimeSound) ? note21 : note20;
            note21:  next_state = (timeCounter == settimeSound) ? note22 : note21;
            note22:  next_state = (timeCounter == settimeSound) ? note23 : note22;
            note23:  next_state = (timeCounter == settimeSound) ? note24 : note23;
				note24:   next_state = (timeCounter == settimeSound) ? note25 : note24;
            note25:   next_state = (timeCounter == settimeSound) ? note26 : note25;
            note26:   next_state = (timeCounter == settimeSound) ? note27 : note26;
            note27:   next_state = (timeCounter == settimeSound) ? note28 : note27;
				note28:	 next_state = (timeCounter == settimeSound) ? note29 : note28;
				note29:   next_state = (timeCounter == settimeSound) ? note30 : note29;
				note30:   next_state = (timeCounter == settimeSound) ? note31 : note30;
				note31:   next_state = (timeCounter == settimeSound) ? note32 : note31;
				note32:   next_state = (timeCounter == settimeSound) ? note33 : note32;
            note33:   next_state = (timeCounter == settimeSound) ? note34 : note33;
            note34:   next_state = (timeCounter == settimeSound) ? note35 : note34;
            note35:   next_state = (timeCounter == settimeSound) ? note36 : note35;
				note36:	 next_state = (timeCounter == settimeSound) ? note37 : note36;
				note37:   next_state = (timeCounter == settimeSound) ? note38 : note37;
				note38:   next_state = (timeCounter == settimeSound) ? note39 : note38;
				note39:   next_state = (timeCounter == settimeSound) ? note40 : note39;
				note40:   next_state = (timeCounter == settimeSound) ? note41 : note40;
            note41:   next_state = (timeCounter == settimeSound) ? note42 : note41;
            note42:   next_state = (timeCounter == settimeSound) ? note43 : note42;
            note43:   next_state = (timeCounter == settimeSound) ? note44 : note43;
				note44:	 next_state = (timeCounter == settimeSound) ? note45 : note44;
				note45:   next_state = (timeCounter == settimeSound) ? note46 : note45;
				note46:   next_state = (timeCounter == settimeSound) ? note47 : note46;
				note47:   next_state = (timeCounter == settimeSound) ? note48 : note47;
				note48:	next_state = (timeCounter == settimeSound) ? note49 : note48;
				note49:	next_state = (timeCounter == settimeSound) ? note50: note49;
				note50:   next_state = (timeCounter == settimeSound) ? note51 : note50;
            note51:   next_state = (timeCounter == settimeSound) ? note52 : note51;
            note52:   next_state = (timeCounter == settimeSound) ? note53 : note52;
            note53:   next_state = (timeCounter == settimeSound) ? note54 : note53;
				note54:	 next_state = (timeCounter == settimeSound) ? note55 : note54;
				note55:   next_state = (timeCounter == settimeSound) ? note56 : note55;
				note56:   next_state = (timeCounter == settimeSound) ? note57 : note56;
				note57:   next_state = (timeCounter == settimeSound) ? note58 : note57;
				note58:	next_state = (timeCounter == settimeSound) ? note59 : note58;
				note59:	next_state = (timeCounter == settimeSound) ? note1: note59;
				default: next_state = note1;
				endcase
		end
always @(*)
    begin  
			case (current_state)
					note1: begin
								selectSound = 1'b1;
								settimeSound = 30'd31999999;   
								setdelayFreq = 19'd212992;
							end
					note2: begin
								selectSound = 1'b1;
								settimeSound = 30'd21999999;   
								setdelayFreq = 19'd212992;
							end
					note3: begin
									selectSound = 1'b1;
									settimeSound = 30'd21999999;   
									setdelayFreq = 19'd212992;
								end
					note4: begin
									selectSound = 1'b1;
									settimeSound = 30'd21999999;   
									setdelayFreq = 19'd212992;
								end
					note5: begin
									selectSound = 1'b1;
									settimeSound = 30'd21999999;   
									setdelayFreq = 19'd140672;  
								end
					note6: begin
									selectSound = 1'b1;
									settimeSound = 30'd11999999;   
									setdelayFreq = 19'd140672;
								end
				   note7: begin
									selectSound = 1'b1;
									settimeSound = 30'd11999999;   
									setdelayFreq = 19'd88704;
								end
					note8: begin
									selectSound = 1'b1;
									settimeSound = 30'd21999999;   
									setdelayFreq = 19'd140672;
								end
					note9: begin
									selectSound = 1'b1;
									settimeSound = 30'd21999999;   
									setdelayFreq = 19'd140672;
								end
					wait1: begin
										selectSound = 1'b0;
										settimeSound = 30'd7999999;  
										setdelayFreq = 19'd26;
								  end
					wait2: begin
										selectSound = 1'b0;
										settimeSound = 30'd3999999;  
										setdelayFreq = 19'd26;
								  end
				   wait3: begin
										selectSound = 1'b0;
										settimeSound = 30'd3999999;  
										setdelayFreq = 19'd26;
								  end
					wait4: begin
										selectSound = 1'b0;
										settimeSound = 30'd3999999;  
										setdelayFreq = 19'd26;
								  end
					wait5: begin
										selectSound = 1'b0;
										settimeSound = 30'd3999999;  
										setdelayFreq = 19'd26;
								  end
					note10: begin
								selectSound = 1'b1;
								settimeSound = 30'd21999999;   
								setdelayFreq = {4'b1100, 15'd3000};
							end
					note11: begin
								selectSound = 1'b1;
								settimeSound = 30'd11999999;   
								setdelayFreq = {4'b1000, 15'd3000};
							end
					note12: begin
									selectSound = 1'b1;
									settimeSound = 30'd11999999;   
									setdelayFreq = {4'b1100, 15'd3000};
								end
					note13: begin
									selectSound = 1'b1;
									settimeSound = 30'd21999999;   
									setdelayFreq = {4'b1000, 15'd3000};
								end
					note14: begin
									selectSound = 1'b1;
									settimeSound = 30'd21999999;   
									setdelayFreq = {4'b1010, 15'd3000};  
								end
					note15: begin
									selectSound = 1'b1;
									settimeSound = 30'd11999999;   
									setdelayFreq = {4'b1000, 15'd3000};
								end
				   note16: begin
									selectSound = 1'b1;
									settimeSound = 30'd11999999;   
									setdelayFreq = {4'b1010, 15'd3000};
								end
					note17: begin
									selectSound = 1'b1;
									settimeSound = 30'd21999999;   
									setdelayFreq = {4'b1000, 15'd3000};
								end
					note18: begin
									selectSound = 1'b1;
									settimeSound = 30'd21999999;   
									setdelayFreq = {4'b1001, 15'd3000};
								end
					note19: begin
								selectSound = 1'b1;
								settimeSound = 30'd11999999;   
								setdelayFreq = {4'b1011, 15'd3000};
							end
					note20: begin
								selectSound = 1'b1;
								settimeSound = 30'd11999999;   
								setdelayFreq = {4'b1001, 15'd3000};
							end
					note21: begin
									selectSound = 1'b1;
									settimeSound = 30'd21999999;   
									setdelayFreq = {4'b1000, 15'd3000};;
								end
					note22: begin
									selectSound = 1'b1;
									settimeSound = 30'd11999999;   
									setdelayFreq = {4'b1001, 15'd3000};
								end
					note23: begin
									selectSound = 1'b1;
									settimeSound = 30'd11999999;   
									setdelayFreq = {4'b1000, 15'd3000};  
								end
					note24: begin
									selectSound = 1'b1;
									settimeSound = 30'd21999999;   
									setdelayFreq = {4'b0110, 15'd3000};
								end
				   note25: begin
									selectSound = 1'b1;
									settimeSound = 30'd11999999;   
									setdelayFreq = {4'b0100, 15'd3000};   
								end
					note26: begin
									selectSound = 1'b1;
									settimeSound = 30'd11999999;   
									setdelayFreq = {4'b0110, 15'd3000};
								end
					note27: begin
									selectSound = 1'b1;
									settimeSound = 30'd21999999;   
									setdelayFreq = {4'b0100, 15'd3000};
								end
					note28: begin
									selectSound = 1'b1;
									settimeSound = 30'd11999999;   
									setdelayFreq = {4'b0110, 15'd3000};
								end
					note29:begin
									selectSound = 1'b1;
									settimeSound = 30'd21999999;   
									setdelayFreq = {4'b0100, 15'd3000};
								end
					note30:begin
									selectSound = 1'b1;
									settimeSound = 30'd21999999;   
									setdelayFreq = {4'b0110, 15'd3000};
								end
					note31: begin
									selectSound = 1'b1;
									settimeSound = 30'd11999999;   
									setdelayFreq = {4'b0100, 15'd3000};
								end
					note32: begin
									selectSound = 1'b1;
									settimeSound = 30'd21999999;   
									setdelayFreq = {4'b0101, 15'd3000};
								end
				   note33: begin
									selectSound = 1'b1;
									settimeSound = 30'd11999999;   
									setdelayFreq = {4'b0100, 15'd3000};   
								end
					note34: begin
									selectSound = 1'b1;
									settimeSound = 30'd11999999;   
									setdelayFreq = {4'b0101, 15'd3000};
								end
					note35: begin
									selectSound = 1'b1;
									settimeSound = 30'd21999999;   
									setdelayFreq = {4'b0100, 15'd3000};
								end
					note36: begin
									selectSound = 1'b1;
									settimeSound = 30'd11999999;   
									setdelayFreq = {4'b0101, 15'd3000};
								end
					note37:begin
									selectSound = 1'b1;
									settimeSound = 30'd21999999;   
									setdelayFreq = {4'b0100, 15'd3000};
								end
					note38:begin
									selectSound = 1'b1;
									settimeSound = 30'd21999999;   
									setdelayFreq = {4'b0101, 15'd3000};
								end
					note39: begin
									selectSound = 1'b1;
									settimeSound = 30'd11999999;   
									setdelayFreq = {4'b0100, 15'd3000};
								end
					note40:begin
									selectSound = 1'b1;
									settimeSound = 30'd12999999;   
									setdelayFreq = {4'b1000, 15'd3000};
								end
					note41: begin
									selectSound = 1'b1;
									settimeSound = 30'd6999999;   
									setdelayFreq = {4'b1100, 15'd3000};
								end
					note42: begin
									selectSound = 1'b1;
									settimeSound = 30'd49999999;   
									setdelayFreq = {4'b1110, 15'd3000};
								end
				   note43: begin
									selectSound = 1'b1;
									settimeSound = 30'd10999999;   
									setdelayFreq = {4'b1010, 15'd3000};   
								end
					note44: begin
									selectSound = 1'b1;
									settimeSound = 30'd49999999;   
									setdelayFreq = {4'b1000, 15'd3000};
								end
					note45: begin
									selectSound = 1'b1;
									settimeSound = 30'd10999999;   
									setdelayFreq = {4'b1010, 15'd3000};
								end
					note46: begin
									selectSound = 1'b1;
									settimeSound = 30'd49999999;   
									setdelayFreq = {4'b1110, 15'd3000};
								end
					note47:begin
									selectSound = 1'b1;
									settimeSound = 30'd10999999;   
									setdelayFreq = {4'b1100, 15'd3000};
								end
					note48:begin
									selectSound = 1'b1;
									settimeSound = 30'd21999999;   
									setdelayFreq = {4'b1000, 15'd3000};
								end
					note49: begin
									selectSound = 1'b1;
									settimeSound = 30'd10999999;   
									setdelayFreq = {4'b1001, 15'd3000};
								end
					note50:begin
									selectSound = 1'b1;
									settimeSound = 30'd12999999;   
									setdelayFreq = {4'b1100, 15'd3000};
								end
					note51: begin
									selectSound = 1'b1;
									settimeSound = 30'd6999999;   
									setdelayFreq = {4'b1010, 15'd3000};
								end
					note52: begin
									selectSound = 1'b1;
									settimeSound = 30'd49999999;   
									setdelayFreq = {4'b1100, 15'd3000};
								end
				   note53: begin
									selectSound = 1'b1;
									settimeSound = 30'd12999999;   
									setdelayFreq = {4'b1010, 15'd3000};   
								end
					note54: begin
									selectSound = 1'b1;
									settimeSound = 30'd12999999;   
									setdelayFreq = {4'b1100, 15'd3000};
								end
					note55: begin
									selectSound = 1'b1;
									settimeSound = 30'd49999999;   
									setdelayFreq = {4'b1010, 15'd3000};
								end
					note56: begin
									selectSound = 1'b1;
									settimeSound = 30'd10999999;   
									setdelayFreq = {4'b1100, 15'd3000};
								end
					note57:begin
									selectSound = 1'b1;
									settimeSound = 30'd49999999;   
									setdelayFreq = {4'b1010, 15'd3000};
								end
					note58:begin
									selectSound = 1'b1;
									settimeSound = 30'd21999999;   
									setdelayFreq = {4'b1100, 15'd3000};
								end
					note59: begin
									selectSound = 1'b1;
									settimeSound = 30'd10999999;   
									setdelayFreq = {4'b1010, 15'd3000};
								end
			endcase
		end
    always@(posedge clock)
		begin
        if(reset)
            current_state <= note1;
        else
            current_state <= next_state;
    end 
endmodule
==> run.sh <==
#!/bin/bash
# OpenROAD 26Q1-2900-gdf79404cd8, Yosys 0.63+post, stock flow scripts
make -C /OpenROAD-flow-scripts/flow DESIGN_CONFIG=/design/flow/config.mk WORK_HOME=/design/flow/orfs finish
==> config.mk <==
export PLATFORM = sky130hd
export DESIGN_NAME = controlSong
export DESIGN_NICKNAME = controlSong
export VERILOG_FILES = /design/flow/design.v
export SDC_FILE = /design/flow/constraint.sdc
export NUM_CORES = 4
export LEC_CHECK = 1
export CORE_UTILIZATION = 30
==> constraint.sdc <==
current_design controlSong

set clk_period 9.8
set clk_io_pct 0.2

create_clock -name clk0 -period $clk_period [get_ports {clock}]

set non_clock_inputs [all_inputs -no_clocks]
set_input_delay [expr $clk_period * $clk_io_pct] -clock clk0 $non_clock_inputs
set_output_delay [expr $clk_period * $clk_io_pct] -clock clk0 [all_outputs]
==> impl_metrics.toml <==
# yosys + openroad results
[pwr]
internal_power_uw = 96.3
ir_worst_vdd_uv = 69.7
comb_power_share = 0.208
power.share.sequential = 0.249
p_clk_frac = 0.543
power.switching_uw = 22.1
power_density_nw_per_um2 = 24.4
netSwitchingFraction = 0.187
p_leak_uw = 0.00174

[cts]
clock_path_buffers = 2
cts-resized-gates = 0
clk_pin_slew_ps = 30
htree_num_levels = 1
cts_tree = "built"
postCtsSetupRepairBufs = 0
holdBufCountCts = 0
numCtsBuffers = 3
cts-root-buf = "clkbuf_16"
clk_latency_ps = 220

[setup_path]
r2r_slack_ps = 3720
path_cells = "buf_4, inv_1, nor2_1, nand2_1, a221oi_1, o31ai_1, o21ai_0, dlxtn_1, clkdlybuf4s50_1"
reg2regPathDepth = 15
cp-end-kind = "output port"
critical-path-top-delay-family = "buffers and inverters"
crit_path_max_incr_delay_ps = 850
required_ps = 7840
path_class = "register to output port"
cp.arrival_ps = 4370
path_max_fanout = 70
r2r-end = "current_state[3]"
timing.rr.start = "current_state[2]"
cp_slowest_cell = "nor2_1"
path_buffers = 3
cp-start-kind = "register"

[cells_and_area]
fin_util = 0.378
logic_area_um2 = 3140
final_common_cell = "nand2_1"
postLayoutCellArea_um2 = 4850
mostFrequentLayoutCells = "nand2_1 (69), clkdlybuf4s50_1 (68), nor2_1 (67)"
layout-drive-gt1-share = 0.0429
nFillCells = 1385
final_cell_count_no_fill = 848
ff_latch_area_um2 = 634
area_growth_pct = 20.9

[routing]
ant_nets = 0
drt_first_iter_violations = 643
drt_first_pass_iters = 6
wire_per_inst_um = 20.2
vias_per_cell = 6.00
diodes = 0
routed_wl_um = 17100
post-route-drc-count = 0
vias = 5088

[floorplan]
fp.dieH_um = 118
die_w_um = 118
fp_util = 0.313
dieArea_um2 = 13800
core_area_um2 = 12800
pin_count = 101
placement_rows = 41

[synth]
syn-cell-area_um2 = 4010
synth_flops = 40
async_flop_share = 0
yosysWarnings = 1
synth.distinct_cells = 76
synth-edff-count = 0
synthCells = 627
synth_stat.cells = 627
synth.avg_cell_area_um2 = 6.40
ys_chip_area_um2 = 4010
flop_cell = "dlxtn_1"

[job]
tool_warnings = 44
drv_cap = 0

[placed_design]
dp_slack_ps = 3870
dp_hpwl_um = 11800
place_area_um2 = 4780
dp_cells = 845
portBuffers = 68
gp_congestion = 0.997

[sta]
untimed_endpoints = 34
finalClockPeriodUsage = 0.646
hold_viol = 0
fin_worst_skew_ps = 0.789
finalSetupTns_ps = 0
worst_slack_ps = 3470
unclocked_pins = 34
fmax_mhz = 158
period_needed_ps = 6330
maxSlewViolCount = 0
setup_viol = 0
worst_pin_slew_ps = 905
rsz0062_at_grt = "no"
slew_headroom = 0.394

[grt]
grt_pass1_wl_um = 26300
grt.overflow.total = 0
grt_pass1_vias = 4488
grt_usage = 0.244
antenna_found_initial = 0
grt_max_degree = 79

[hold_path]
holdPathEnd = "current_state[4]"
hold_depth = 3
hold_path_class = "register to register"
hold_path.startpoint = "current_state[2]"

[run_status]
status = "finished, final reports clean"
-- logic make-up after synthesis --
family | count (synthesis) | share of synthesized area
mux | 11 | 0.0281
simple gates | 247 | 0.303
compound gates | 218 | 0.355
latches | 34 | 0.127
buf+inv | 85 | 0.102
other cells | 2 | 0.00187
flops | 6 | 0.0299
xor+xnor | 24 | 0.0524
-- sequential cells by signal (all words and copies together), names as in the netlist --
signal and flops:
selectSound 1, settimeSound 20, current_state 6, setdelayFreq 13
-- synth_stat cells (8+ instances only) --
cell / count / area share
nand2_1: 69 / 0.065
nor2_1: 67 / 0.063
o21ai_0: 53 / 0.066
a21oi_1: 52 / 0.065
dlxtn_1: 34 / 0.13
clkbuf_1: 32 / 0.030
xnor2_1: 22 / 0.048
nor3_1: 20 / 0.025
buf_4: 18 / 0.034
nand3_1: 17 / 0.021
buf_1: 14 / 0.013
buf_2: 12 / 0.015
nor4_1: 12 / 0.019
o22ai_1: 12 / 0.019
a211oi_1: 10 / 0.019
a22oi_1: 9 / 0.017
mux2i_1: 9 / 0.022
nand2b_1: 9 / 0.014
nand4_1: 9 / 0.014
nor2b_1: 9 / 0.014
a31oi_1: 8 / 0.012
inv_1: 8 / 0.0075
-- stage by stage --
step	hold WS (ps)	total power, µW
detailed placement	942	54.4
floorplan	773	42.1
CTS	968	120
finish	961	118
global route	1030	125
global placement	937	54.4
-- worst max-delay path by stage --
| stage | from | to | slack (ps) | cells past startpoint |
|---|---|---|---|---|
| CTS | current_state[2] | settimeSound[13] | 3660 | 9 |
| global route | current_state[2] | settimeSound[13] | 3230 | 9 |
| finish | current_state[2] | settimeSound[13] | 3470 | 9 |
-- metal layers --
metal	track usage	vias up	routed length, µm
li1	-	2360	-
met1	0.371	2330	7270
met2	0.345	366	7210
met3	0.0593	32	2270
met4	0.0561	0	360
met5	0	-	0
-- layout make-up --
type	instances	area share
Timing Repair Buffer	78	0.156
Clock buffer	3	0.0155
Inverter	8	0.00619
Sequential cell	40	0.131
Multi-Input combinational cell	547	0.647
Tap cell	172	0.0444
-- worst min-delay path: cells and delay by family, from the launching register on --
family | cells | cell delay [ps]
compound gates | 2 | 290
buf+inv | 1 | 320
flops | 1 | 300
-- power by group through the flow --
| stage | Clock [µW] | Combinational, µW | Sequential (µW) |
|---|---|---|---|
| after global routing | 68.6 | 27.0 | 29.4 |
| after CTS | 65.5 | 24.7 | 29.4 |
| final | 64.3 | 24.7 | 29.5 |
Power figures rest on the tool's default switching activity, not on a simulated workload.
